$ cat /design/flow/config.mk
export PLATFORM = sky130hd
export DESIGN_NAME = Buffer0
export DESIGN_NICKNAME = Buffer0
export VERILOG_FILES = /design/flow/design.v
export SDC_FILE = /design/flow/constraint.sdc
export NUM_CORES = 4
export LEC_CHECK = 1
export CORE_UTILIZATION = 50
$ cat /design/flow/constraint.sdc
current_design Buffer0

set clk_period 4.7
set clk_io_pct 0.2

create_clock -name clk0 -period $clk_period [get_ports {Clock}]

set non_clock_inputs [all_inputs -no_clocks]
set_input_delay [expr $clk_period * $clk_io_pct] -clock clk0 $non_clock_inputs
set_output_delay [expr $clk_period * $clk_io_pct] -clock clk0 [all_outputs]
$ cat /design/flow/design.v
module Buffer0(Buf0OutR, Buf0OutG, Buf0OutB, Addr0, WE0, RE0, BufferIn0, Clock);
output reg[7:0] Buf0OutR;
output reg[7:0] Buf0OutG;
output reg[7:0] Buf0OutB;
input[6:0] Addr0;
input WE0, RE0, Clock;
input[23:0] BufferIn0;
reg[23:0] BufferMem0[6:0];
always @(posedge Clock)
begin
	if(WE0==1)
	begin
		BufferMem0[Addr0] <= BufferIn0;
	end
	if(RE0==1)
	begin
		Buf0OutR <= BufferMem0[Addr0][23:16];
		Buf0OutG <= BufferMem0[Addr0][15:8];
		Buf0OutB <= BufferMem0[Addr0] [7:0];
	end
end
endmodule
$ cat /design/flow/run.sh
#!/bin/bash
# OpenROAD 26Q1-2900-gdf79404cd8, Yosys 0.63+post, stock flow scripts
make -C /OpenROAD-flow-scripts/flow DESIGN_CONFIG=/design/flow/config.mk WORK_HOME=/design/flow/orfs finish
==> impl_metrics.py <==
# Generated from Yosys and OpenROAD reports
metrics = {
    "final_timing": {
        "maxSlewHeadroom_pct": 43.9,
        "skew_ps": 5.70,
        "fmax_mhz": 338,
        "period_minus_slack_ps": 2960,
        "setup_tns_ps": 0,
        "finalHoldViolCount": 0,
        "rsz0062_at_grt": "no",
        "setup_viol": 0,
        "fin_ws_ps": 1740,
        "worst_pin_slew_ps": 842,
        "finalCritPeriodShare_pct": 62.9,
        "final-max-slew-violation-count": 0,
    },
    "finish": {
        "fin_cells": 653,
        "area_delta_synth_final_pct": 18.6,
        "final_cell_area_um2": 8600,
        "drive_above_1_share_pct": 11.0,
    },
    "yosys": {
        "ys_seq_share_pct": 79.5,
        "yosys_area_um2": 7250,
        "syn_area_per_cell_um2": 18.4,
        "synthMostInstantiatedCell": "edfxtp_1",
        "numSynthFlops": 192,
        "async_flop_share_pct": 0,
        "edf_count": 192,
        "synth.area.top_cells": "edfxtp_1, mux2i_1, a21o_1",
        "syn_inst": 393,
        "yosys_warnings": 1,
        "yosysUniqueCellTypes": 28,
        "yosys_cells": 393,
        "top_area_share_pct": 79.5,
        "syn_area_um2": 7250,
        "common_cells": "edfxtp_1, mux2i_1, nand2_1",
        "synth_top_flop_cell": "edfxtp_1",
        "largest_area_cell": "edfxtp_1",
    },
    "global_route": {
        "grt_max_degree": 44,
        "grt_usage_pct": 20.4,
        "grt_pass1_wl_um": 20000,
        "grt_pass1_vias": 3652,
        "antenna_found_initial": 1,
        "grt-ovfl-total": 0,
    },
    "drt": {
        "drt_iter0_drc": 293,
        "vias": 3587,
        "avgRoutedWirePerCell_um": 19.8,
        "drt_pass1_iterations": 6,
        "drc": 0,
        "routed_wl_um": 12900,
        "via_per_inst": 5.49,
        "postRouteAntennaNets": 0,
    },
    "critical_path": {
        "ff2ff_setup_slack_ps": 3320,
        "path_cells": "clkdlybuf4s50_1 > nor3_1 > and2_1 > buf_12",
        "worstReg2RegStart": "BufferMem0[5][14]",
        "reg2reg_to": "Buf0OutG[6]",
        "r2r_cells": 2,
        "cp.required_ps": 4830,
        "cp_slowest_cell": "and2_1",
        "critical_path_arrival_ps": 3090,
        "cp_max_fo": 13,
        "endpoint_kind": "register",
        "critical_path.max_stage_delay_ps": 750,
        "critical_path_class": "in -> reg",
        "cp-start-kind": "input pin",
    },
    "clocking": {
        "clk_pin_slew_worst_paths_ps": 60,
        "insertion_delay_ps": 420,
        "cts_root_buf": "clkbuf_16",
        "cts_buffer_depth": 2,
        "cts_buffers": 17,
        "ctsHtreeMaxLevel": 4,
        "cts.sinks": 192,
        "cts_resized": 0,
        "cts_tree": "done",
        "ctsHoldBuffers": 0,
        "postCtsSetupRepairBufs": 0,
    },
    "placement": {
        "finalWeightedCongestion": 0.763,
        "dpl_cell_area_um2": 8000,
        "port_buffers": 53,
        "dp_hpwl_um": 7340,
        "dpl_worst_slack_ps": 1310,
        "dp.cells": 620,
    },
    "min_path": {
        "hold_path_end": "Buf0OutB[3]",
        "hold_class": "reg -> reg",
        "whs_path_depth": 2,
        "min_from": "BufferMem0[6][3]",
    },
    "floorplan": {
        "floorplan.core_util_pct": 51.8,
        "core-area_um2": 14000,
        "dieArea_um2": 15000,
        "io_pins": 58,
        "placementRows": 43,
        "die_h_um": 122,
        "dieWidth_um": 122,
    },
    "power_and_ir_drop": {
        "leakagePower_nw": 3.04,
        "p_per_area_nw_per_um2": 422,
        "peakVddDrop_uv": 245,
    },
    "job": {
        "drv_cap": 0,
        "tool_warnings": 29,
    },
    "outcome": {
        "status": "completed",
    },
}
layout make-up:
cell class	count	area, um^2
Tap cell	180	225
Timing Repair Buffer	68	648
Fill cell	1007	5390
Multi-Input combinational cell	180	1360
Antenna cell	1	2.50
Clock buffer	18	429
Clock inverter	14	171
Sequential cell	192	5770
metrics by stage:
step                      hold WS [ps]  util (%)  total power, mW
final                              562      61.5             3.63
after global routing               580      61.5             3.75
after CTS                          575      61.5             3.66
after detailed placement           561      57.2             2.22
after global placement             564      57.2             2.21
after floorplan                    515         -             2.11
worst max-delay path by stage:
stage / endpoint / startpoint / slack (ps) / depth (start not counted)
final: BufferMem0[0][21] / Addr0[1] / 1740 / 4
after global routing: BufferMem0[0][23] / Addr0[1] / 1630 / 4
after CTS: BufferMem0[1][7] / Addr0[1] / 1760 / 5
cell usage in the layout, fill, tap and decap left out:
master	synthesis	routed
nor2_2	0	5
buf_4	5	15
nor2b_1	1	1
clkinv_2	0	2
clkbuf_16	0	17
o21ai_0	19	19
o211ai_1	3	3
or2_2	2	2
a211o_1	3	3
clkinv_1	0	5
a21oi_1	3	3
nand3b_1	2	2
buf_2	8	1
a21o_1	18	18
and3_1	1	1
o22ai_1	18	18
bufinv_16	0	4
mux2i_1	65	65
clkdlybuf4s50_1	0	51
nand2_1	22	22
o21a_1	2	2
nand2b_1	4	4
diode_2	0	1
o221ai_1	2	2
edfxtp_1	192	192
mux2_2	1	1
a22oi_1	3	3
buf_12	0	1
and2_1	2	2
clkinvlp_4	0	3
nor3_1	1	1
a32oi_1	2	2
clkbuf_1	3	1
mux4_2	1	1
power by group:
part	switching, mW	total [mW]	internal (mW)
combinational	0.110	0.210	0.100
sequential	0.0143	1.97	1.96
clock	0.570	1.45	0.878
routing by layer:
metal  GRT usage, %  part of all wire [%]  up-vias
met5              0                     0        -
li1               -                     -     1694
met1           33.0                    42     1743
met4           2.36                   1.4        0
met3           9.20                   8.3       15
met2           30.2                    48      135
critical path, delay by kind of cell:
family / cells / cell delay, ps
AND/OR/NAND/NOR: 2 / 1230
buffers and inverters: 2 / 900
registers in the layout, summed over array words and instances (netlist names):
register,count
Buf0OutG,8
Buf0OutR,8
Buf0OutB,8
BufferMem0,168
kinds of logic (layout without fill, tap and decap cells):
| group | Yosys count | count (layout) | share of synthesized area (%) |
|---|---|---|---|
| buf+inv | 21 | 100 | 1.90 |
| simple gates | 40 | 40 | 2.54 |
| mux | 67 | 67 | 9.44 |
| compound gates | 73 | 73 | 6.61 |
| flops | 192 | 192 | 79.5 |
| other cells | 0 | 1 | 0 |
Power is estimated from default activity; no workload was simulated.
