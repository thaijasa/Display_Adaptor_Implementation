`./design.v`:
```
module DisplayController(pstate, RESM, WESM, ResetAddrSM, IncAddrSM, RE0, WE0, RE1, WE1, SelR0, SelG0, SelB0, SelR1, SelG1, SelB1,
                         SelBuf0, SelBlank, SelBuf1, IncPx, ResetPx, IncLine, ResetLine, FrameBufferEnable, 
						 SyncVB, Buf0Empty, Buf1Empty, IncAddr0, ResetAddr0, IncAddr1, ResetAddr1,
						 PxOut, LineOut, VBOut,HBOut, AIPOut, AILOut, Addr0, Addr1, CSDisplay, Clock);
output reg RE0, WE0, RE1, WE1, SelR0, SelG0, SelB0, SelR1, SelG1, SelB1,
SelBuf0, SelBlank, SelBuf1, IncPx, ResetPx, IncLine, ResetLine, FrameBufferEnable, 
SyncVB, Buf0Empty, Buf1Empty, IncAddr0, ResetAddr0, IncAddr1, ResetAddr1,RESM, WESM, ResetAddrSM, IncAddrSM;
input[3:0] PxOut, LineOut, AIPOut, AILOut; 
input[1:0] VBOut, HBOut;
input CSDisplay, Clock;
input[6:0] Addr0, Addr1;
reg currB0, currB1;
parameter IDLE=5'b00000, START0=5'b00001, VB0R= 5'b00010 ,VB0G= 5'b00011 ,VB0B= 5'b00100,
ResetVB0R= 5'b00101, ResetVB0G= 5'b00110, ResetVB0B= 5'b00111, Switch0VB_Act= 5'b01000,
R0=5'b01001,G0=5'b01010,B0=5'b01011, ResetR0=5'b01100, ResetG0=5'b01101,ResetB0=5'b01110,
LastR0=5'b01111, LastG0=5'b10000, LastB0=5'b10001, ResetLastR0= 5'b10010,ResetLastG0= 5'b10011,ResetLastB0= 5'b10100,
START1= 5'b10101,SYSMEM_BUF=5'b10110;
output[4:0] pstate;
reg[4:0] nstate, pstate=IDLE;
always @(posedge Clock)
begin
    if ((WE0 == 1) && (Addr0 == 99))
    begin
        WE0 <= 0;
        IncAddr0 <= 0;
        ResetAddr0 <= 1;
        RESM <= 0;
	IncAddrSM <= 0;
        ResetAddrSM <= 1;
    end
    if ((WE1 == 1) && (Addr1 == 99))
    begin
        WE1 <= 0;
        IncAddr1 <= 0;
        ResetAddr1 <= 1;
        RESM <= 0;
	IncAddrSM <= 0;
        ResetAddrSM <= 1;
    end
end
always @(CSDisplay or pstate)
begin
	case(pstate)
		IDLE :  begin
			if(CSDisplay==0)
			begin
			RESM<=0;
			WESM<=1;
			ResetAddrSM<=1;
			ResetAddr0<=1;
			nstate <= SYSMEM_BUF;
			end
			end
		SYSMEM_BUF:begin
			if(CSDisplay==0)
			begin
			WESM<=0;
			RESM<=1;
			WE0<=1;
			ResetAddrSM<=0;
			ResetAddr0<=0;
			IncAddrSM<=1;
			IncAddr0<=1;
			nstate<=SYSMEM_BUF;
			end
			else if(CSDisplay==1)
			begin
			nstate<= START0;
			IncAddrSM<=0;
			ResetAddrSM<=1;
			ResetAddr0<=1;
			IncAddr0<=0;
			WE0<=0;
			RESM<=0;
			end
			end
		START0 : begin
			FrameBufferEnable<=0;
            		ResetLine<=0;
			ResetPx<=0;
	        	SelBlank <=1;
			Buf0Empty<=0;	
	        	Buf1Empty <=1;
			WESM<=1;
	        	SyncVB=1;
	        	SelBuf0<=0;
	        	SelBuf1<= 0;		
			currB0<=1;
			currB1<=0;
			SelB1<=0;
			IncPx<=0;
			IncLine<=0;
			nstate<= VB0G;			
			end
		START1 : begin
			FrameBufferEnable<=0;
			ResetLine<=0;
			ResetPx<=0;
			SelBlank <=1;
			Buf0Empty <=1;
			Buf1Empty <=0;
			WESM<=1;
			SyncVB=1;
			SelBuf0<=0;
			SelBuf1<= 0;
			currB0<=0;
			currB1<=1;
			SelB0<=0;
			IncPx<=0;
			IncLine<=0;	
			FrameBufferEnable<=1;
            		nstate<= VB0G;			
			end			
		VB0R : begin
		    	ResetPx<=0;
			IncPx<=0;
		   	IncLine<=0;
			nstate<= VB0G;
			end
		VB0G :  begin
			WESM<=0;
			RESM<=1;
			IncAddrSM<=1;
			ResetAddrSM<=0;
			ResetAddr1<=0;
                        if (currB0 == 1)
                        begin
			    WE1<=1;
			    RE1<=0;
                            IncAddr1<=1;
                            ResetAddr1<=0;
                        end
			else if (currB1 == 1)
			begin
			    WE0 <= 1;
			    RE0 <= 0;
                            IncAddr0 <= 1;
                            ResetAddr0 <= 0;
                        end
			nstate<= VB0B;
			end
		VB0B : begin
			IncPx<=1;
			if(PxOut < (HBOut+AIPOut)-2)
				nstate<= VB0R;
			else
				nstate<= ResetVB0R;
			end
		ResetVB0R : begin
		    	    IncPx<=0;
		    	    nstate<=ResetVB0G;
            		    end
		ResetVB0G : begin
			    if(LineOut < (VBOut-1))
		    	    nstate<=ResetVB0B;
			    else if(LineOut ==(VBOut-1))
			    nstate <= Switch0VB_Act;
            		    end
		ResetVB0B : begin
			    ResetPx<=1;
			    IncLine<=1;
			    nstate<=VB0R;
            		    end        	
               Switch0VB_Act : 	begin
            		       	ResetPx<=1;
            			ResetLine<=1;
				if(currB0==1)
				begin
				    RE0<=1;
				end
				if(currB1==1)
				begin
				    RE1<=1;
				end
				nstate<=R0;
            			end			
		R0 :	begin 
		    	ResetPx<=0;
			ResetAddr0<=0;
			ResetAddr1<=0;
			SelBlank<=0;
			SelBuf0<=currB0;
            		SelBuf1<=currB1;
			IncPx<=0;
			IncLine<=0;
			ResetLine<=0;
			SelR0<=currB0;
			SelR1<=currB1;
			SelB0<=0;
			SelB1<=0;
			FrameBufferEnable<=1;
			nstate<=G0;
			end
		G0 :	begin
		    	SelR0<=0;
		    	SelG0<=currB0;
			SelG1<=currB1;
			SelR1<=0;
		    	nstate<=B0;
			Buf1Empty=0;
			if(currB0==1)
			begin
			    IncAddr0<=1;
			end
			if(currB1==1)
			begin
			    IncAddr1<=1;	
			end
			end
		B0 : 	begin
		     	IncPx<=1;
			SelG0<=0;
			SelB0<=currB0;
			SelB1<=currB1;
			SelG1<=0;
			if(currB0==1)
			begin
			    IncAddr0<=0;
			end
			if(currB1==1)
			begin
			    IncAddr1<=0;
			end
		    	if (PxOut < (AIPOut-2))
			    nstate<=R0;
			else if (PxOut ==(AIPOut -2))
			    nstate<=ResetR0;
			end
		ResetR0 : 	begin
		    		IncPx<=0;
				SelR0<=currB0;
				SelR1<=currB1;
				SelB0<=0;
				SelB1<=0;
				nstate<=ResetG0;
		    		end
		ResetG0 : 	begin
				if(currB0==1)
				begin
				IncAddr0<=1;
				end
				if(currB1==1)
				begin
				IncAddr1<=1;
				end
				SelR0<=0;
		    		SelG0<=currB0;
				SelG1<=currB1;
				SelR1<=0;
		    		nstate<=ResetB0;
		    		end
		ResetB0 : 	begin
		    		ResetPx<=1;
				SelB0<=currB0;
				SelB1<=currB1;
				SelG0<=0;
				SelG1<=0;
				if(currB0==1)
				begin
				    IncAddr0<=0;
				end
				if(currB1==1)
				begin
				    IncAddr1<=0;
				end
				IncLine<=1;
		    		if (LineOut < (AILOut-2))
					nstate<=R0;
				else if (LineOut == (AILOut-2))
					nstate<=LastR0;
				end
		LastR0: 	begin
				ResetPx<=0;
				IncLine<=0;
				IncPx<=0;
				SelR0<=currB0;
				SelR1<=currB1;
				SelB0<=0;
				SelB1<=0;
				nstate<=LastG0;
				end
		LastG0:		begin
				SelR0<=0;
		    		SelG0<=currB0;
				SelG1<=currB1;
				SelR1<=0;
				if(currB0==1)
				begin
				    IncAddr0<=1;
				end
				if(currB1==1)
				begin
				    IncAddr1<=1;
				end
				nstate<=LastB0;					
				end
		LastB0:		begin
				SelB0<=currB0;
				SelB1<=currB1;
				SelG0<=0;
				SelG1<=0;	
				IncPx<=1;
				IncAddr0<=0;
				IncAddr1<=0;
				if(PxOut<(AIPOut-2))
					nstate<=LastR0;
				else if(PxOut==(AIPOut-2))
					nstate<=ResetLastR0;
				end
		ResetLastR0:	begin
				SelR0<=currB0;
				SelR1<=currB1;
				SelB0<=0;
				SelB1<=0;
				IncPx<=0;
				nstate<=ResetLastG0;
				end
		ResetLastG0:	begin
				SelR0<=0;
		    		SelG0<=currB0;
				SelG1<=currB1;
				SelR1<=0;
				if(currB0==1)
				begin
					ResetAddr0<=1;
				end
				if(currB1==1)
				begin
					ResetAddr1<=1;
				end
				nstate<=ResetLastB0;
				end
		ResetLastB0:	begin
				SelB0<=currB0;
				SelB1<=currB1;
				SelG0<=0;
				SelG1<=0;
				ResetLine<=1;
				ResetPx<=1;
				if (currB0 == 1)
					begin	
					RE0<=0;
			    		nstate<=START1;
					end
				else if (currB1 == 1)	
					begin	
					nstate<=START0;
					RE1<=0;
					end
				end
		endcase
end
always @ (posedge Clock)
pstate <= nstate;
endmodule
```
`./run.sh`:
```
#!/bin/bash
# OpenROAD 26Q1-2900-gdf79404cd8, Yosys 0.63+post, stock flow scripts
make -C /OpenROAD-flow-scripts/flow DESIGN_CONFIG=/design/flow/config.mk WORK_HOME=/design/flow/orfs finish
```
`./config.mk`:
```
export PLATFORM = sky130hd
export DESIGN_NAME = DisplayController
export DESIGN_NICKNAME = DisplayController
export VERILOG_FILES = /design/flow/design.v
export SDC_FILE = /design/flow/constraint.sdc
export NUM_CORES = 4
export LEC_CHECK = 1
export CORE_AREA = 10 10 108 108
export DIE_AREA = 0 0 118 118
```
`./constraint.sdc`:
```
current_design DisplayController

set clk_period 1.0
set clk_io_pct 0.2

create_clock -name clk0 -period $clk_period [get_ports {Clock}]

set non_clock_inputs [all_inputs -no_clocks]
set_input_delay [expr $clk_period * $clk_io_pct] -clock clk0 $non_clock_inputs
set_output_delay [expr $clk_period * $clk_io_pct] -clock clk0 [all_outputs]
```
==> flow_summary_export.csv <==
group,metric,value,unit
drt,ant_nets,0,
grt,track_usage,8.05,%
worst_setup_path,slowest_stage,"dfxtp_2",
final_layout,fin_util,29.5,%
synthesis,synth_cell_types,62,
worst_setup_path,crit_path_end_kind,"primary output",
cts,post_cts_buffers,0,
synthesis,ys_cells,289,
floorplan,num_rows,35,
synthesis,synth_area,2180,um^2
worst_setup_path,cp-startpoint,"pstate[3]",
floorplan,core,9280,um^2
final_layout,largest_registers,"nstate: 5 flops, pstate: 5 flops",
worst_setup_path,max_stage_delay,0.31,ns
placement,port-buffer-count,45,
final_timing,finalSetupTns,0,ns
cts,cts-buffers-inserted,3,
drt,dr.pass1.iters,4,
drt,wl_met2,2.66,mm
synthesis,top_logic_kind,"simple AND/OR/NAND/NOR gates",
floorplan,die.size.y,118,um
synthesis,ff_type,"dlxtn_1",
final_timing,timing.final.hold_violations,0,
drt,drt_iter0_markers,58,
final_timing,setup_viol,0,
grt,grt_max_degree,31,
worst_setup_path,crit_arrival,0.76,ns
synthesis,ys_sh_xor,2.41,%
cts,cts.htree.levels,1,
final_timing,unclocked_pins,25,
synthesis,simple_gate_area_share,26.1,%
final_timing,fin_crit,0.964,ns
worst_setup_path,required,0.80,ns
min_path,whs_path_depth,1,
cts,clockBufferDepth,2,
power,leakage,1.21,nW
final_timing,finalClockPeriodUsage,96.4,%
worst_setup_path,crit_family,"flip-flops",
floorplan,initial_core_util,23.5,%
drt,drcViolationCount,0,
cts,clkTransAtPathRegs,0.04,ns
floorplan,pin_count,70,
final_timing,rsz0062_at_grt,"no",
final_layout,fillCellCount,1009,
job,warning_count,41,
drt,wl,5.81,mm
placement,gp_congestion,0.895,
synthesis,edf_count,0,
final_layout,area_growth,25.7,%
floorplan,dieArea,13900,um^2
synthesis,synth.cellmix.compoundShare,21.7,%
grt,overflow,0,
min_path,hold_end,"pstate[2]",
min_path,hold_path_class,"flop to primary output",
power,power_density,377,nW/um^2
grt,grt_pass1_wl,9.67,mm
drt,highest_layer,"met4",
synthesis,async_flop_share,0,%
job,drv_cap,0,
drt,detail_route.wl_per_cell,12.8,um
drt,wirelength_met1,2.70,mm
synthesis,ys_sh_mux,0.460,%
final_timing,fmax,1040,MHz
final_layout,mostFrequentLayoutCell,"clkdlybuf4s50_1",
worst_setup_path,crit_type,"flop to primary output",
synthesis,netlist_instances,289,
drt,wl_met3,324,um
synthesis,adder_share,15.3,%
worst_setup_path,start_kind,"flop",
final_timing,untimed_endpoints,49,
final_timing,maxSlewViolCount,0,
drt,antenna_cells_inserted,0,
synthesis,ys.flops,30,
final_layout,lay_top_cells,"40 x clkdlybuf4s50_1, 25 x dlxtn_1, 25 x nor2_1, 25 x ha_1, 23 x inv_1",
synthesis,ys_chip_area,2180,um^2
worst_setup_path,worst-path-buf-inv,1,
cts,clockRootBuffer,"clkbuf_8",
floorplan,die-width,118,um
placement,place.detailed.hpwl,4.73,mm
min_path,hold_path_startpoint,"pstate[2]",
final_timing,worst_pin_slew,0.781,ns
outcome,outcome,"finished clean",
final_layout,drive_above_1_share,8.00,%
grt,grt_pass1_vias,2038,
final_timing,maxSlewHeadroom,47.9,%
drt,vias,2019,
worst_setup_path,worstPathCellList,"dlygate4sd2_1",
power,peakVddDrop,0.000235,V
cts,cts_tree,"built",
synthesis,yosysWarnings,19,
worst_setup_path,crit_fanout,2,
synthesis,syn_area_per_cell,7.54,um^2
drt,via_per_inst,4.45,
grt,antenna_found_initial,0,
## layer usage
metal,vias to the layer above,global-route usage [%]
li1,1063,-
met1,888,11.0
met2,58,12.9
met3,10,1.56
met4,0,1.55
met5,-,0
## cells by family after synthesis
logic type               after synthesis
multiplexers                           1
other                                  2
latches                               25
adder cells (fa/ha/maj)               26
flip-flops                             5
XOR/XNOR                               6
AND-OR/OR-AND                         71
buffers and inverters                 51
AND/OR/NAND/NOR                      102
## how the worst max path moves through the flow
stage | slack (ns) | end | cells past startpoint
6_report | 0.04 | pstate[3] | 1
5_1_grt | 0.008 | pstate[0] | 1
4_1_cts | 0.03 | pstate[3] | 1
## cell usage after synthesis (3+ instances only)
master,count,area share [%]
nand2_1,19,3.3
inv_1,23,4.0
dfxtp_1,5,4.6
nor3_1,4,0.92
dlxtn_1,25,17
a21o_1,3,1.0
and2_1,5,1.4
xnor2_1,5,2.0
o21ai_1,3,0.69
nor2b_1,8,2.3
and3_1,4,1.1
buf_4,12,4.1
nand3_1,3,0.69
a31oi_1,3,0.86
nor2_1,25,4.3
o211ai_1,3,1.0
a22oi_1,5,1.7
a21oi_1,18,4.1
a41oi_1,3,1.2
nand4_1,3,0.86
nand2b_1,12,3.4
o22ai_1,3,0.86
ha_1,25,14
o21ai_0,11,2.5
buf_2,11,2.5
## final cells by class
cell class	count	area (um^2)	share of cell area [%]
inverter	25	93.8	3.43
tap	129	161	5.89
timing repair buffer	50	482	17.6
sequential	30	482	17.6
multi-input combinational	216	1480	53.9
clock buffer	4	45.0	1.64
## where the power goes
part | internal, mW | switching, mW | total, mW
logic | 0.224 | 0.216 | 0.440
registers | 0.214 | 0.00174 | 0.215
clock network | 0.274 | 0.103 | 0.377
## through the flow
stage / cells / hold WS (ns) / setup slack (ns) / area, um^2 / total power [mW]
after floorplan: 297 / 0.472 / 0.442 / 2210 / 0.512
after global placement: 450 / 0.890 / 0.0299 / 2690 / 0.648
after detailed placement: 450 / 0.891 / 0.0119 / 2690 / 0.661
after CTS: 454 / 0.935 / 0.0278 / 2740 / 1.05
after global routing: 454 / 0.953 / 0.00751 / 2740 / 1.13
final: 454 / 0.922 / 0.0357 / 2740 / 1.03
## what timing repair did
action / 4_1_cts / 5_1_grt
resized: 10 / 0
hold buffers: 0 / 0
setup endpoints to repair: 5 / 0
No activity file was given, so power comes from the tool's default toggle rates.
