===== design.v =====
module Buffer1(Buf1OutR, Buf1OutG, Buf1OutB, Addr1, WE1, RE1, BufferIn1, Clock);
output reg[7:0] Buf1OutR;
output reg[7:0] Buf1OutG;
output reg[7:0] Buf1OutB;
input[6:0] Addr1;
input WE1, RE1, Clock;
input[23:0] BufferIn1;
reg[23:0] BufferMem1[99:0];
always @(posedge Clock)
begin
	if(WE1==1)
	begin
		BufferMem1[Addr1] <= BufferIn1;
	end
	if(RE1==1)
	begin
		Buf1OutR <= BufferMem1[Addr1][23:16];
		Buf1OutG <= BufferMem1[Addr1][15:8];
		Buf1OutB <= BufferMem1[Addr1] [7:0];
	end
end
endmodule

===== run.sh =====
#!/bin/bash
# OpenROAD 26Q1-2900-gdf79404cd8, Yosys 0.63+post, stock flow scripts
make -C /OpenROAD-flow-scripts/flow DESIGN_CONFIG=/design/flow/config.mk WORK_HOME=/design/flow/orfs finish

===== config.mk =====
export PLATFORM = sky130hd
export DESIGN_NAME = Buffer1
export DESIGN_NICKNAME = Buffer1
export VERILOG_FILES = /design/flow/design.v
export SDC_FILE = /design/flow/constraint.sdc
export NUM_CORES = 4
export LEC_CHECK = 1
export CORE_UTILIZATION = 30

===== constraint.sdc =====
current_design Buffer1

set clk_period 31.8
set clk_io_pct 0.2

create_clock -name clk0 -period $clk_period [get_ports {Clock}]

set non_clock_inputs [all_inputs -no_clocks]
set_input_delay [expr $clk_period * $clk_io_pct] -clock clk0 $non_clock_inputs
set_output_delay [expr $clk_period * $clk_io_pct] -clock clk0 [all_outputs]

==> reports/metrics.yaml <==
number_of_hold_buffers_added_after_cts: 0
ys.flops: 2424
static-leakage-power_uw: 0.0330
netlist.top_cell.by_area: "sky130_fd_sc_hd__edfxtp_1"
yosys.stat.seqShare_pct: 78.2
fmax_ghz: 0.0971
max-cap-violations: 1
clkTransAtPathRegs_ps: 60
final_worst_path_period_share_pct: 32.4
clock_sinks: 2424
boundaryPins: 58
syn-instance-count: 5292
slowest_stage_cell_on_the_critical_path: "sky130_fd_sc_hd__a221oi_1"
clk-insertion-delay-late_ps: 920
post_route_cells_drive_above_1_share_pct: 16.9
chip_area_um2: 312000
place.detailed.hpwl_mm: 189
wirelength_mm: 319
critical_path.n_buffers_inverters: 4
hold_path_class: "flop to flop"
grt_antenna_before_repair: 17
drc: 0
regToRegSetupSlack_ps: 28820
worstSetupPathType: "input port to flop"
synthesis.yosys.warnings: 1
warnings: 26
area_leaders: "sky130_fd_sc_hd__edfxtp_1 (78%), sky130_fd_sc_hd__a221oi_1 (4.2%), sky130_fd_sc_hd__a22oi_1 (2.5%), sky130_fd_sc_hd__mux2i_1 (2.3%), sky130_fd_sc_hd__mux2_2 (1.3%)"
routed_wire_length_per_instance_um: 32.5
cts-root-buf: "sky130_fd_sc_hd__clkbuf_16"
overflow: 0
worst_path_dominant_cell_family: "buffers and inverters"
syn_to_final_growth_pct: 15.1
grt_setup_unrepaired: "no"
number_of_synthesized_flops_with_an_enable_pin: 2424
commonest_register_cell_after_synthesis: "sky130_fd_sc_hd__edfxtp_1"
vias_in_the_first_global_route: 57586
post_synth.cell_area_avg_um2: 17.6
maximum_fanout_count_along_the_critical_path: 38
largest_net_degree_at_the_start_of_global_routing: 88
worstPathArrival_ps: 11040
worstMarginPinSlew_ps: 1560
critPathCaptureType: "flop"
detail-route-antenna-nets: 0
grt_pass1_wl_mm: 443
total_power_uw: 6710
htree_num_levels: 4
drt-pass1-iter-count: 24
violations: "max-capacitance violations, max-slew violations"
path_cells: "buf_8, buf_4, and2_4, buf_4, buf_4, a22oi_1, o221ai_1, a21oi_1, a221oi_1, or3_1"
max_stage_delay_ps: 960
hold-worst-slack_ps: 904
final-max-slew-violation-count: 2
place_congestion: 0.960
design.core.area_um2: 309000
standard_cell_rows: 204
cts.path.max_buffers: 3
cellPowerDensity_nw_per_um2: 62.7
route.vias.total: 55203
synth_chip_area_um2: 93100
die_height_um: 559
synth_top_area_share_pct: 78.2
postCtsResizedCells: 0
synth-cells-yosys: 5292
portBuffers: 57
timing.critical_path.mode_cell: "sky130_fd_sc_hd__buf_4"
synth_async_sr_flop_share_pct: 0
die_extent_in_x_um: 559
tritoncts: "done"
max-vdd-ir-drop_uv: 54.9
setup_viol: 0
outcome: "finished with violations"
synth_cell_types: 65
slew-limit-headroom_pct: -5.35
final-hold-violation-count: 0
worst_case_clock_skew_ps: 78.2
crit_path_start_kind: "input port"
crit_required_ps: 32550
cts_buffers: 230
floorplan.initialDensity_pct: 30.1
drt_iter0_markers: 4304
post_cts_setup_buffer_count: 0
setup_total_negative_slack_ps: 0
final_critical_path_required_period_ps: 10300
mappedNetlistArea_um2: 93100
route.detailed.vias_per_inst: 5.63
groute.usage.overall_pct: 21.6
[worst min-delay path, stage by stage, from the launching register on]
cell                       delay (ps)
sky130_fd_sc_hd__edfxtp_1         320
sky130_fd_sc_hd__a221oi_1          70
sky130_fd_sc_hd__nor3_1           170
sky130_fd_sc_hd__a221o_1          140
sky130_fd_sc_hd__a311oi_1          40
sky130_fd_sc_hd__o221ai_1          60
[Yosys cell counts (all sizes together) (5+ instances only)]
cell type,count
a2111oi,14
a211o,9
a211oi,18
a21o,5
a21oi,181
a221o,39
a221oi,448
a22o,61
a22oi,312
a31oi,21
and2,6
buf,274
clkbuf,144
edfxtp,2424
inv,6
mux2,108
mux2i,213
mux4,39
nand2,125
nand2b,7
nand3,15
nor2,262
nor2b,37
nor3,27
nor4,7
o2111ai,5
o211ai,12
o21a,7
o21ai,189
o221a,5
o221ai,68
o22a,30
o22ai,105
o2bb2ai,9
o311a,7
o31ai,5
[cell usage in the layout, fill, tap and decap left out, drive strengths merged, types with 68 or more instances in the layout]
master | Yosys | routed
edfxtp | 2424 | 2424
a221oi | 448 | 448
buf | 274 | 344
a22oi | 312 | 312
clkbuf | 144 | 270
nor2 | 262 | 262
mux2i | 213 | 213
o21ai | 189 | 189
a21oi | 181 | 181
nand2 | 125 | 125
clkinv | 0 | 122
mux2 | 108 | 108
o22ai | 105 | 105
o221ai | 68 | 68
[path summary, 6_finish.rpt]
check / depth (start not counted) / from / endpoint
min: 5 / BufferMem1[57][1]$_DFFE_PP_ / Buf1OutB[1]$_DFFE_PP_
max: 10 / Addr1[0] / Buf1OutB[7]$_DFFE_PP_
min reg2reg: 5 / BufferMem1[57][1]$_DFFE_PP_ / Buf1OutB[1]$_DFFE_PP_
max reg2reg: 6 / BufferMem1[17][4]$_DFFE_PP_ / Buf1OutB[4]$_DFFE_PP_
[kinds of logic (layout without fill, tap and decap cells)]
group,count (synthesis),count (layout),synth area share [%]
other cells,0,8,0
mux,360,360,4.55
compound gates,1581,1581,12.7
buf+inv,424,809,2.25
simple gates,503,503,2.31
flops,2424,2424,78.2
[layout make-up]
| cell class | count | area (um2) |
|---|---|---|
| Fill cell | 28526 | 202000 |
| Clock inverter | 162 | 1710 |
| Inverter | 6 | 35.0 |
| Tap cell | 4120 | 5150 |
| Antenna cell | 8 | 20.0 |
| Sequential cell | 2424 | 72800 |
| Clock buffer | 270 | 5910 |
| Timing Repair Buffer | 371 | 2940 |
| Multi-Input combinational cell | 2444 | 18500 |
[power breakdown]
group | total [uW] | leakage, uW | switching, uW | internal (uW)
Sequential | 3540 | 0.0218 | 12.5 | 3530
Clock | 2740 | 0.00368 | 1210 | 1530
Combinational | 426 | 0.00749 | 319 | 107
[state kept, by name, indices dropped and copies added, names as in the netlist]
| signal | flops |
|---|---|
| Buf1OutB | 8 |
| Buf1OutG | 8 |
| Buf1OutR | 8 |
| BufferMem1 | 2400 |
[routing by layer]
| layer | global-route usage (%) | vias up | wire, um |
|---|---|---|---|
| met3 | 19.8 | 701 | 64600 |
| met1 | 21.2 | 27340 | 95700 |
| met5 | 4.28 | - | 1750 |
| li1 | - | 22534 | - |
| met2 | 30.7 | 4586 | 139000 |
| met4 | 9.00 | 42 | 17300 |
[per-stage QoR]
step                      worst slack [ps]  cell area [um2]  util, %  std cells
after global routing                 21400           107000     34.7       9798
final                                21500           107000     34.7       9805
after floorplan                      22160            93100        -       5292
after CTS                            21660           107000     34.7       9797
after global placement               20260            99500     32.2       9364
after detailed placement             20740            99500     32.2       9365
No activity file was given, so power comes from the tool's default toggle rates.
